==> /design/flow/design.v <==
`timescale 1ns / 1ps
module RegFile(
input RF_w,
input RF_clk,
input [4:0] rdc,
input [4:0] rtc,
input [4:0] rsc,
input [31:0] rd,
output [31:0] RS,
output [31:0] RT
);
reg [31:0] data [0:31];
initial
begin
    data[0]<=0;
    data[1]<=0;
    data[2]<=0;
    data[3]<=0;
    data[4]<=0;
    data[5]<=0;
    data[6]<=0;
    data[7]<=0;
    data[8]<=0;
    data[9]<=0;
    data[10]<=0;
    data[11]<=0;
    data[12]<=0;
    data[13]<=0;
    data[14]<=0;
    data[15]<=0;
    data[16]<=0;
    data[17]<=0;
    data[18]<=0;
    data[19]<=0;
    data[20]<=0;
    data[21]<=0;
    data[22]<=0;
    data[23]<=0;
    data[24]<=0;
    data[25]<=0;
    data[26]<=0;
    data[27]<=0;
    data[28]<=0;
    data[29]<=0;
    data[30]<=0;
    data[31]<=0;
end
always @(posedge RF_clk)
begin
    if(RF_w)
        if(rdc!=0)
            data[rdc]<=rd;
end
assign RS=data[rsc];
assign RT=data[rtc];
endmodule
==> /design/flow/run.sh <==
#!/bin/bash
# OpenROAD 26Q1-2900-gdf79404cd8, Yosys 0.63+post, stock flow scripts
make -C /OpenROAD-flow-scripts/flow DESIGN_CONFIG=/design/flow/config.mk WORK_HOME=/design/flow/orfs finish
==> /design/flow/config.mk <==
export PLATFORM = sky130hd
export DESIGN_NAME = RegFile
export DESIGN_NICKNAME = RegFile
export VERILOG_FILES = /design/flow/design.v
export SDC_FILE = /design/flow/constraint.sdc
export NUM_CORES = 4
export LEC_CHECK = 1
export CORE_UTILIZATION = 40
==> /design/flow/constraint.sdc <==
current_design RegFile

set clk_period 10.0
set clk_io_pct 0.2

create_clock -name clk0 -period $clk_period [get_ports {RF_clk}]

set non_clock_inputs [all_inputs -no_clocks]
set_input_delay [expr $clk_period * $clk_io_pct] -clock clk0 $non_clock_inputs
set_output_delay [expr $clk_period * $clk_io_pct] -clock clk0 [all_outputs]
==> results.json <==
{
  "status": "finished, final reports clean",
  "setup_violations": 0,
  "swShare_pct": 23.6,
  "leakage_nw": 20.1,
  "power_density_mw_per_mm2": 170,
  "timing.fmax_ghz": 0.133,
  "hold_buffers": 0,
  "chipHeight_um": 351,
  "busiest_layer": "met2",
  "power_frac_seq_pct": 51.3,
  "crit_fanout": 56,
  "period_needed_ns": 7.49,
  "tightestPinTransition_ns": 1.04,
  "slew_viol_final": 0,
  "numSynthFlops": 1024,
  "h-tree-depth": 3,
  "largestRegisters": "data: 1024 flops",
  "grt_pass1_wl_um": 213000,
  "die_w_um": 351,
  "final_antenna_net_count": 0,
  "gp_congestion": 0.895,
  "hold_path_depth": 2,
  "critPathArrivalTime_ns": 5.49,
  "gr-usage-met2_pct": 39.1,
  "endpoint": "RT[8]",
  "synth_seq_share_pct": 63.1,
  "drc_errors": 0,
  "initCoreUtil_pct": 40.5,
  "internal_power_w": 0.00717,
  "clock_path_buffers": 3,
  "critPathKind": "in2out",
  "layout-drive-gt1-share_pct": 8.74,
  "yosys-stat-area_mm2": 0.0488,
  "grt_use_total_pct": 26.0,
  "routed_wl_um": 150000,
  "finalSetupTns_ns": 0,
  "fill_cells": 10546,
  "slowest_delay_ns": 0.61,
  "synth.avg_cell_area_um2": 14.4,
  "cts_resized": 0,
  "slew_headroom_pct": 30.7,
  "cts_buffers": 106,
  "gr-total-overflow": 0,
  "netSwitchingPower_w": 0.00221,
  "finalClockPeriodUsage_pct": 74.9,
  "combPwrFrac_pct": 9.4,
  "regMostFlops": "data",
  "met1_usage_pct": 32.9,
  "cp_slowest_cell": "buf_4",
  "ctsRootBufferMaster": "clkbuf_16",
  "vias": 30686,
  "drtPass1Iterations": 8,
  "cp.required_ns": 8.00,
  "io_buffers": 112,
  "synth_area_mm2": 0.0488,
  "wire_per_inst_um": 28.8,
  "num_rows": 127,
  "grt_max_degree": 93,
  "detailed_place_hpwl_um": 82500,
  "drt_iter0_drc": 1908,
  "crit_start": "rtc[1]",
  "grt_pass1_vias": 31542,
  "seq_area_mm2": 0.0307,
  "timing.final.hold_violations": 0,
  "largest_reg_flops": 1024,
  "cts_tree": "built",
  "logic_area_mm2": 0.0169,
  "coreArea_mm2": 0.120,
  "tool_warnings": 26,
  "vias_per_cell": 5.90,
  "antenna_found_initial": 5,
  "ir_drop_mv": 0.132,
  "dieArea_mm2": 0.123,
  "synth.distinct_cells": 24,
  "crit_path_end_kind": "primary output",
  "num_io_pins": 113,
  "syn_inst": 3386,
  "yosysWarnings": 1,
  "n_antenna_cell": 0,
  "power_frac_clock_pct": 39.3,
  "crit_chain": "buf_8, buf_12, buf_4, mux2i_1, a22o_1, nor3_1, a31oi_1, nand3_1, clkdlybuf4s50_1",
  "clk_pin_slew_ns": 0.06,
  "clkSinkCount": 1024,
  "area_growth_pct": 13.0,
  "cap_viol_max_count": 0,
  "fin_util_pct": 45.7,
  "rsz0062_at_grt": "no",
  "use_met3_pct": 15.3,
  "critPathLaunchType": "primary input",
  "hold_class": "in2reg",
  "ys_cells": 3386,
  "post_cts_buffers": 0
}
per-stage QoR:
stage / cell area (µm²) / power, W / hold WS, ns / setup WS [ns] / instances
final: 55100 / 0.00938 / 2.13 / 2.51 / 5203
after global routing: 55100 / 0.00966 / 2.14 / 2.42 / 5203
after CTS: 55100 / 0.00944 / 2.09 / 2.51 / 5203
after detailed placement: 51900 / 0.00578 / 2.83 / 2.52 / 5012
after global placement: 51900 / 0.00578 / 2.83 / 2.58 / 5012
after floorplan: 48900 / 0.00540 / 2.10 / 4.95 / 3417
per-layer routing:
metal  vias up  wire length [µm]
li1      13600                 -
met1     15205             53900
met2      1571             69400
met3       300             20500
met4        10              5620
met5         -                54
worst max-delay path: cells and delay by family:
kind                   cells  cell delay (ns)
buffers and inverters      4             2.00
AND-OR/OR-AND              2             0.59
AND/OR/NAND/NOR            2             0.43
multiplexers               1             0.26
cells in the mapped netlist (all sizes together):
cell type,n,area (µm²)
edfxtp,1024,30700
mux2i,1024,10200
nand2,195,732
nand3,194,971
a21oi,192,961
a22oi,192,1440
buf,167,1200
a22o,128,1120
clkbuf,86,338
a31oi,64,400
nor3,64,320
nor2,34,128
nand3b,5,37.5
nand2b,4,25.0
nor2b,4,25.0
or3b,3,26.3
and2,2,12.5
or2,2,12.5
conb,1,3.75
or3,1,6.26
cell usage in the layout, fill, tap and decap left out, drive strengths merged, types with 3 or more instances in the layout:
master / synthesis / layout
mux2i: 1024 / 1024
edfxtp: 1024 / 1024
nand2: 195 / 195
nand3: 194 / 194
a22oi: 192 / 192
a21oi: 192 / 192
a22o: 128 / 128
clkbuf: 86 / 127
buf: 167 / 126
clkdlybuf4s50: 0 / 110
nor3: 64 / 64
a31oi: 64 / 64
clkinv: 0 / 54
nor2: 34 / 34
conb: 1 / 32
nand3b: 5 / 5
nor2b: 4 / 4
nand2b: 4 / 4
bufinv: 0 / 4
or3b: 3 / 3
clkinvlp: 0 / 3
inv: 0 / 3
worst min path at each step:
stage             end  startpoint  slack, ns
6_report  data[28][3]       rd[3]       2.13
5_1_grt   data[5][14]      rd[14]       2.14
4_1_cts   data[28][3]       rd[3]       2.09
logic make-up after synthesis:
family                 synth area share, %
buffers and inverters                 3.15
flip-flops                            63.1
AND-OR/OR-AND                         8.05
AND/OR/NAND/NOR                       4.71
other                              0.00769
multiplexers                          21.0
final cells by class:
type	count	area share [%]
Sequential cell	1024	55.8
Tap cell	1612	3.66
Clock buffer	127	4.96
Timing Repair Buffer	236	4.02
Multi-Input combinational cell	2140	30.7
Clock inverter	64	0.872
power by group through the flow:
stage | Combinational [W] | Sequential, W | Clock, W
5_1_grt | 0.000940 | 0.00482 | 0.00391
4_1_cts | 0.000882 | 0.00481 | 0.00375
6_report | 0.000884 | 0.00481 | 0.00369
Power figures rest on the tool's default switching activity, not on a simulated workload.
