## design/flow/run.sh

```bash
#!/bin/bash
# OpenROAD 26Q1-2900-gdf79404cd8, Yosys 0.63+post, stock flow scripts
make -C /OpenROAD-flow-scripts/flow DESIGN_CONFIG=/design/flow/config.mk WORK_HOME=/design/flow/orfs finish
```

## design/flow/config.mk

```make
export PLATFORM = sky130hd
export DESIGN_NAME = CLZ
export DESIGN_NICKNAME = CLZ
export VERILOG_FILES = /design/flow/design.v
export SDC_FILE = /design/flow/constraint.sdc
export NUM_CORES = 4
export LEC_CHECK = 1
export CORE_AREA = 10 10 70 70
export DIE_AREA = 0 0 80 80
```

## design/flow/constraint.sdc

```tcl
current_design CLZ

set clk_period 4.5
set clk_io_pct 0.2

create_clock -name clk0 -period $clk_period

set non_clock_inputs [all_inputs -no_clocks]
set_input_delay [expr $clk_period * $clk_io_pct] -clock clk0 $non_clock_inputs
set_output_delay [expr $clk_period * $clk_io_pct] -clock clk0 [all_outputs]
```

## design/flow/design.v

```verilog
`timescale 1ns / 1ps
module CLZ(
input [31:0] data,
output [31:0] count
);
wire[31:0]count1,count2,count3,count4,count5;
wire[15:0]temp1;
wire[7:0]temp2;
wire[3:0]temp3;
wire[2:0]temp4;
wire temp5;
assign count1=data[31:16]>0?0:16;
assign temp1=data[31:16]>0?data[31:16]:data[15:0];
assign count2=temp1[15:8]>0?count1:count1+8;
assign temp2=temp1[15:8]>0?temp1[15:8]:temp1[7:0];
assign count3=temp2[7:4]>0?count2:count2+4;
assign temp3=temp2[7:4]>0?temp2[7:4]:temp2[3:0];
assign count4=temp3[3:2]>0?count3:count3+2;
assign temp4=temp3[3:2]>0?temp3[3:2]:temp3[1:0];
assign count5=temp4[1]>0?count4:count4+1;
assign temp5=temp4[1]>0?temp4[1]:temp4[0];
assign count=temp5>0?count5:count5+1;
endmodule
```

==> job_summary.md <==
## Synthesis and layout report

| Metric | Value |
|---|---|
| Number of hold buffers added after cts | `0` |
| YS chip area | `742.0 µm²` |
| Die area | `6400 µm²` |
| Power Dens Cells | `slightly below 60 nW/µm²` |
| # fillers | `336` |
| Critical path class | `in2out` |
| RD Place Congestion | `0.9507` |
| HP Start | `data[28]` |
| Leak Pwr | `0.8350 nW` |
| Iteration-0 DRC Markers | `33` |
| Slew Viols, Final | `0` |
| PortBufs | `38` |
| Logic area | `678.2 µm²` |
| Final Critical Period | `4.378 ns` |
| Antenna diode count | `0` |
| Max cap viols | `0` |
| Syn_area_per_cell | `7.204 µm²` |
| Floorplan Utilization | `0.2172` |
| Dpl hpwl | `2578 µm` |
| Met1 usage | `0.1226` |
| Total GRT Usage | `0.08428` |
| HP Class | `in2out` |
| Yosys stat cell total | `103` |
| Layout cells sized above 1 | `0.3622` |
| Seq share, synth | `0` |
| Pre-CTS WS | `-0.3378 ns` |
| Final setup margin | `0.1220 ns` |
| Placeable Area | `3416 µm²` |
| Setup crit end kind | `primary output` |
| Hold path endpoint | `count[1]` |
| Most numerous logic cells after layout | `buf_4, conb_1, dlymetal6s2s_1, clkdlybuf4s50_1, a21oi_1` |
| VDD IR max | `0.03362 mV` |
| Distinct lib cells | `37` |
| Busiest metal layer after global routing | `met2` |
| DR WL/cell | `between 10 and 15 µm` |
| Global-route wire length before repair | `4588 µm` |
| Most frequent logic cell in the layout | `buf_4` |
| OpenROAD warnings | `32` |
| Tcrit/Tclk final | `0.9729` |
| Number of global-route vias before repair | `1017` |
| Final Hold Vio Count | `0` |
| Routed vias | `1009` |
| I/O pin count | `about 64` |
| Power, Total | `88.65 µW` |
| Flops | `0` |
| GRT met3 Usage | `0.02500` |
| Upper clock frequency limit | `approximately 0.23 GHz` |
| Worst Hold Slack | `2.562 ns` |
| Area grow syn2layout | `105.2%` |
| Initial antenna violation count | `0` |
| Reg area | `0 µm²` |
| Final number of setup-violating endpoints | `0` |
| Setup TNS | `0 ns` |
| Met2 usage | `0.1236` |
| Routed Antenna Nets | `0` |
| Final Util | `0.4458` |
| Vias per cell | `4.368` |
| Warnings, synthesis | `0` |
| WHS Path Cells | `5` |
| Worst EP arrival | `between 3 and 4 ns` |
| Grt total ovfl | `0` |
| First-pass DRT Iterations | `4` |
| DRC | `0` |
| Maximum fanout along the worst path | `3` |
| Clock buffers | `0` |
| Chip Height | `80 µm` |
| Total Wirelength | `3041 µm` |
| Startpoint types | `input port` |
| Req. time, crit path | `3.60 ns` |
| Synthesized area | `742.0 µm²` |
| Largest net degree at the start of global routing | `7` |
| Die width | `80 µm` |
| Status | `complete, no violations` |
| FP Rows | `21` |
| Cells after Synth | `~100` |
cells by family (layout without fill, tap and decap cells):
family / Yosys count / after routing / share of synthesized area
AND-OR/OR-AND: 36 / 36 / 0.3440
AND/OR/NAND/NOR: 33 / 33 / 0.3305
buffers and inverters: 32 / 89 / 0.3035
other: 1 / 26 / 0.005054
adder cells (fa/ha/maj): 1 / 1 / 0.01686
report_power, final:
part           total, mW  leakage [nW]  internal [mW]  switching (mW)
logic             0.0886         0.835         0.0543          0.0343
clock network          0             0              0               0
registers              0             0              0               0
total             0.0886         0.835         0.0543          0.0343
layer usage:
| metal | wire length [µm] | share of wire | vias up |
|---|---|---|---|
| met3 | 231 | 0.076 | 2 |
| li1 | - | - | 520 |
| met4 | 19 | 0.0062 | 0 |
| met2 | 1277 | 0.42 | 46 |
| met5 | 0 | 0 | - |
| met1 | 1512 | 0.50 | 441 |
worst max-delay path by stage:
stage	start	to	cells past startpoint
final	data[5]	count[1]	11
after global routing	data[15]	count[1]	11
after CTS	data[8]	count[1]	11
worst max-delay path, stage by stage:
cell	delay, ns
clkdlybuf4s50_1	0.43
or4_1	0.55
a221oi_2	0.31
buf_4	0.18
nor2_1	0.06
nor2_2	0.14
nor3_2	0.06
ha_1	0.28
nand4bb_1	0.16
nor4b_2	0.17
dlygate4sd2_1	0.23
final cells by class:
class,count,area share
inverter,5,0.01233
multi-input combinational,96,0.4454
tap,46,0.03780
timing repair buffer,84,0.5045
cell usage after synthesis, types with 2 or more instances:
master	number	area, µm²
inv_1	5	18.77
and2_1	3	18.77
a21oi_1	8	40.04
buf_4	26	195.2
a211o_1	2	17.52
o21ai_0	4	20.02
a31oi_1	5	31.28
a41oi_1	3	26.28
nor4_4	2	42.54
nand4_1	2	12.51
o21ai_1	2	10.01
nor4_2	2	25.02
nor2_1	8	30.03
o21a_1	2	15.01
nor3_1	3	15.01
or4_1	3	22.52
nor4_1	2	12.51
a221oi_1	2	17.52
through the flow:
step / cells / instance area [µm²]
global placement: 226 / 1375
CTS: 228 / 1419
detailed placement: 226 / 1375
global route: 231 / 1523
floorplan: 128 / 835.8
finish: 231 / 1523
timing repair:
item                                   4_1_cts  5_1_grt
pin swaps                                    8       16
endpoints found under the hold margin        0        0
setup endpoints to repair                    3        4
buffers inserted                             2        3
gates resized                               10       31
No activity file was given, so power comes from the tool's default toggle rates.
